===== flow/design.v =====
module fifo(clk, reset, full, empty, data_in, data_out, push, pop);
localparam DEPTH = 10;
localparam PUSH = 0;
localparam POP  = 1;
localparam HIGH = 1'b1;
localparam LOW = 1'b0;
input clk;
input reset;
output reg full;
output reg empty;
input [7:0] data_in;
output reg [7:0] data_out;
input push;
input pop;
reg [7:0] memory [DEPTH-1:0];
integer top = 0;
integer bottom = 0;
reg last_op = POP;
always @ (posedge clk) begin
  if (reset == 1'b1) begin
    data_out <= 1'bz;
    top <= 0;
    bottom <= 0;
  end
  else begin
    if (push == 1'b1) begin
      memory[top] <= data_in;
      top <= (top + 1) % DEPTH;
    end
    else if (pop == 1'b1) begin
      data_out <= memory[bottom];
      bottom <= (bottom + 1) % DEPTH;
    end
  end
end
always @ (posedge clk) begin
  if (reset == HIGH) begin
    last_op <= POP;
  end
  else begin
    if (push == HIGH)
      last_op <= PUSH;
    else if (pop == HIGH)
      last_op <= POP;
    else if (push == HIGH && pop == HIGH)
      last_op <= POP;
  end
end
always @ (top, bottom, last_op) begin
if (top == bottom && last_op == PUSH)
  full <= HIGH;
else
  full <= LOW;
if (top == bottom && last_op == POP)
  empty <= HIGH;
else
  empty <= LOW;
end
endmodule
module main (input clk, input reset, output full, output empty, input[7:0] data_in, output[7:0] data_out, input push, input pop, output [7:0] data_out2led, input [3:0] unused);
fifo fifo0(
  .clk(clk),
  .reset(reset),
  .full(full),
  .empty(empty),
  .data_in(data_in),
  .data_out(data_out),
  .push(push),
  .pop(pop));
assign data_out2led = data_out;
endmodule

===== flow/run.sh =====
#!/bin/bash
# OpenROAD 26Q1-2900-gdf79404cd8, Yosys 0.63+post, stock flow scripts
make -C /OpenROAD-flow-scripts/flow DESIGN_CONFIG=/design/flow/config.mk WORK_HOME=/design/flow/orfs finish

===== flow/config.mk =====
export PLATFORM = sky130hd
export DESIGN_NAME = main
export DESIGN_NICKNAME = main
export VERILOG_FILES = /design/flow/design.v
export SDC_FILE = /design/flow/constraint.sdc
export NUM_CORES = 4
export LEC_CHECK = 1
export CORE_UTILIZATION = 50

===== flow/constraint.sdc =====
current_design main

set clk_period 29.9
set clk_io_pct 0.2

create_clock -name clk0 -period $clk_period [get_ports {clk}]

set non_clock_inputs [all_inputs -no_clocks]
set_input_delay [expr $clk_period * $clk_io_pct] -clock clk0 $non_clock_inputs
set_output_delay [expr $clk_period * $clk_io_pct] -clock clk0 [all_outputs]

==> results.py <==
# Flow results
metrics = {
    "detailed_routing": {
        "n_antenna_cell": 0,
        "viasPerCell": 6.59,
        "drt_iter0_markers": 1538,
        "drc": 0,
        "via_count": 19800,
        "wl_per_cell_um": 18.1,
        "drtAntennaViolNets": 0,
        "first_pass_iters": 5,
        "wirelength_mm": 54.4,
    },
    "placed_design": {
        "dpl_worst_slack_ns": 12.42,
        "dp_hpwl_mm": 39.8,
        "place_area_um2": 20300,
        "gp_congestion": 0.901,
        "io_buffers": 29,
    },
    "final_layout": {
        "final_core_util_pct": 53.5,
        "area_delta_synth_final_pct": 4.72,
        "fin_area_um2": 20900,
        "drive_above_1_share_pct": 9.74,
    },
    "setup_path": {
        "start_kind": "flip-flop",
        "worstPathMaxFanout": 16,
        "worstSetupPathType": "reg2reg",
        "cpPeakStageDelay_ns": 0.78,
        "required_ns": 30.21,
        "cpMaxStageDelayCell": "nor4_1",
        "worstPathArrival_ns": 18.12,
        "endpoint_kind": "flip-flop",
    },
    "synthesis": {
        "synth_adder_area_share_pct": 1.08,
        "yosys_most_used_dff": "edfxtp_1",
        "synth_area_per_cell_um2": 7.78,
        "synthCells": 2560,
        "yosysUniqueCellTypes": 123,
        "ys_cells": 2560,
        "simple_gate_area_share_pct": 26.0,
        "edf_count": 81,
        "postSynth.asyncResetShare_pct": 0,
        "compound_area_share_pct": 32.0,
        "yosysWarnings": 2,
        "ys_sh_mux_pct": 4.94,
        "xor_share_pct": 10.5,
        "logic_family": "AND-OR/OR-AND gates",
        "syn_area_um2": 19900,
        "ys_seq_share_pct": 19.4,
        "synth_flops": 153,
        "yosys_area_um2": 19900,
    },
    "floorplan": {
        "fp.dieArea_um2": 40600,
        "fp.dieH_um": 202,
        "io_pins": 34,
        "placementRows": 72,
        "core_util_floorplan_pct": 51.1,
        "die_w_um": 202,
        "coreArea_um2": 39000,
    },
    "final_timing": {
        "finalMaxSlewViolations": 0,
        "tightest_slew_ns": 0.977,
        "setup_viol": 0,
        "worst_slack_ns": 12.09,
        "relSlewSlack_pct": 33.1,
        "min_period_ns": 17.81,
        "rsz0062_at_grt": "no",
        "fin_worst_skew_ns": 0.0103,
        "fin_crit_sh_pct": 59.6,
        "finalHoldViolCount": 0,
        "max_freq_mhz": 56.2,
        "tns_ns": 0,
    },
    "clocking": {
        "cts_tree": "yes",
        "numCtsBuffers": 17,
        "cts_resized": 0,
        "h-tree-depth": 4,
        "root_buffer": "clkbuf_16",
        "cts_max_path_buffers": 2,
        "clock_sinks": 153,
        "clock.latency.late_pin_ns": 0.42,
        "path_clk_slew_ns": 0.07,
        "cts_setup_buffers": 0,
        "hold_buffers": 0,
    },
    "run_status": {
        "outcome": "complete, no violations",
    },
    "job": {
        "warnings": 37,
        "cap_viol_max_count": 0,
    },
    "grt": {
        "grt_max_degree": 38,
        "grtUsageTotal_pct": 27.4,
        "grt_pass1_wl_mm": 92.3,
        "overflow": 0,
        "grt_pass1_vias": 17900,
        "antenna_found_initial": 0,
    },
    "min_path": {
        "hold_class": "reg2reg",
    },
}
## path summary, 6_finish.rpt
kind,start,endpoint,slack (ns),cells past startpoint
worst max-delay path,fifo0.top[5],fifo0.top[14],12.09,55
worst min-delay path,fifo0.last_op,fifo0.last_op,0.50,2
worst max register to register,fifo0.top[5],fifo0.top[14],12.09,55
worst min register to register,fifo0.last_op,fifo0.last_op,0.50,2
## worst max-delay path: cells and delay by family (launching register included)
kind | cells | cell delay (ns)
DFF | 1 | 0.73
and+or+nand+nor | 16 | 5.84
adders and majority gates | 2 | 0.45
muxes | 1 | 0.41
buffers and inverters | 3 | 0.49
AOI/OAI and AO/OA | 29 | 8.90
xor gates and xnor gates | 4 | 0.85
## cell usage after synthesis (14+ instances only)
library cell,n,share of area (%)
a211o_1,18,0.79
a211oi_1,52,2.0
a21o_1,35,1.3
a21oi_1,125,3.1
a31o_2,15,0.66
a31oi_1,51,1.6
and2_1,39,1.2
and3_1,39,1.2
and4_1,21,0.92
buf_2,43,1.1
buf_4,41,1.5
buf_6,14,0.79
clkbuf_1,85,1.6
dfxtp_1,72,7.2
edfxtp_1,81,12
ha_1,14,0.88
inv_1,38,0.72
mux2i_1,51,2.6
mux4_2,16,1.8
nand2_1,238,4.5
nand3_1,103,2.6
nand4_1,67,2.1
nor2_1,205,3.9
nor3_1,98,2.5
nor4_1,43,1.4
o2111ai_1,15,0.66
o211a_1,18,0.90
o211ai_1,44,1.7
o21a_1,27,1.0
o21ai_0,111,2.8
o21ai_1,30,0.75
o221ai_1,17,0.75
o22ai_1,14,0.44
o31a_1,17,0.75
o31ai_1,37,1.4
or3_1,23,0.72
or4_1,14,0.53
xnor2_1,169,7.4
xor2_1,63,2.8
## cell families (layout without fill, tap and decap cells)
logic type	count (synthesis)	after routing
AND/OR/NAND/NOR	998	998
AND-OR/OR-AND	844	844
adder cells (fa/ha/maj)	18	18
XOR/XNOR	236	236
flip-flops	153	153
multiplexers	77	77
buffers and inverters	234	158
## sequential cells by signal (all words and copies together) (netlist names)
name            flops
fifo0.bottom       32
fifo0.memory       80
fifo0.data_out      8
fifo0.top          32
fifo0.last_op       1
## placed cells by master (no fill, tap or decap), drive strengths merged, types with 47 or more instances in the layout
master,synthesis,layout
nand2,247,247
nor2,207,207
xnor2,172,172
o21ai,145,145
a21oi,129,129
nand3,106,106
nor3,100,100
edfxtp,81,81
dfxtp,72,72
nand4,69,69
xor2,64,64
buf,108,58
a211oi,58,58
nor4,53,53
a31oi,52,52
mux2i,51,51
o211ai,47,47
## routing by layer
layer / GRT usage [%] / up-vias / share of wire [%]
met4: 2.41 / 0 / 0.68
met1: 44.1 / 9332 / 49
li1: - / 9783 / -
met2: 41.6 / 620 / 45
met3: 3.32 / 39 / 5.2
met5: 0 / - / 0
## through the flow
| stage | instances | hold slack, ns |
|---|---|---|
| after detailed placement | 2970 | 0.487 |
| final | 3002 | 0.505 |
| after global routing | 3002 | 0.529 |
| after CTS | 3002 | 0.501 |
| after floorplan | 2560 | 0.458 |
| after global placement | 2970 | 0.480 |
## final cells by class
type / instances / area [um^2]
clock buffer: 17 / 425
clock inverter: 15 / 179
fill: 3606 / 18100
inverter: 39 / 146
sequential: 153 / 3870
timing repair buffer: 87 / 726
tap: 518 / 648
multi-input combinational: 2173 / 14900
