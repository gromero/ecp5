==> design/flow/design.v <==
module passthrough (input clk, input[17:0] notused, input[7:0] data_in, output[7:0] data_out);
always @ (posedge clk) begin
  data_out[7:1] = data_in[7:1];
end
assign data_out[0] = data_in[0] | notused[0]  |
	                          notused[1]  |
	                          notused[2]  |
	                          notused[3]  |
	                          notused[4]  |
	                          notused[5]  |
	                          notused[6]  |
	                          notused[7]  |
	                          notused[8]  |
	                          notused[9]  |
	                          notused[10] |
	                          notused[11] |
	                          notused[12] |
	                          notused[13] |
	                          notused[14] |
	                          notused[15] |
	                          notused[16] |
	                          notused[17];
endmodule
==> design/flow/run.sh <==
#!/bin/bash
# OpenROAD 26Q1-2900-gdf79404cd8, Yosys 0.63+post, stock flow scripts
make -C /OpenROAD-flow-scripts/flow DESIGN_CONFIG=/design/flow/config.mk WORK_HOME=/design/flow/orfs finish
==> design/flow/config.mk <==
export PLATFORM = sky130hd
export DESIGN_NAME = passthrough
export DESIGN_NICKNAME = passthrough
export VERILOG_FILES = /design/flow/design.v
export SDC_FILE = /design/flow/constraint.sdc
export NUM_CORES = 4
export LEC_CHECK = 1
export CORE_AREA = 10 10 70 70
export DIE_AREA = 0 0 80 80
==> design/flow/constraint.sdc <==
current_design passthrough

set clk_period 1.2
set clk_io_pct 0.2

create_clock -name clk0 -period $clk_period [get_ports {clk}]

set non_clock_inputs [all_inputs -no_clocks]
set_input_delay [expr $clk_period * $clk_io_pct] -clock clk0 $non_clock_inputs
set_output_delay [expr $clk_period * $clk_io_pct] -clock clk0 [all_outputs]
==> insert_results.sql <==
-- flow metrics import
INSERT INTO impl_metrics (metric_group, metric, value, unit) VALUES
('drt', 'drt_iter0_drc', '1', ''),
('drt', 'first_pass_iters', '2', ''),
('power', 'power.switching_fraction', '0.183', ''),
('final_layout', 'area_growth_syn_to_layout', '233', '%'),
('clocking', 'clk_path_buf_depth', '2', ''),
('critical_path', 'timing.critical_path.required', '960', 'ps'),
('power', 'clock_power_share', '0.359', ''),
('outcome', 'violations', 'negative setup slack', ''),
('outcome', 'outcome', 'finished, violations left', ''),
('drt', 'wire_per_inst', '10.5', 'µm'),
('synthesis', 'yosys-top-cells-area', 'dfxtp_1 (76%), nor4_1 (10%), nor4_2 (6.8%)', ''),
('critical_path', 'timing.critical_path.max_delay_family', 'simple AND/OR/NAND/NOR gates', ''),
('power', 'power.sequential.fraction', '0.454', ''),
('clocking', 'numCtsBuffers', '3', ''),
('global_route', 'grt_pass1_wl', '1.50', 'mm'),
('synthesis', 'synth-edff-count', '0', ''),
('final_timing', 'final_critical_path_setup_slack', '-246', 'ps'),
('placement', 'globalplace.congestion', '0.693', ''),
('floorplan', 'rows', '21', ''),
('clocking', 'ctsRootBufferMaster', 'clkbuf_4', ''),
('synthesis', 'largest_area_cell', 'dfxtp_1', ''),
('global_route', 'grt_use_total', '0.0295', ''),
('drt', 'final_antenna_net_count', '0', ''),
('global_route', 'grt_pass1_vias', '310', ''),
('critical_path', 'crit_start', 'notused[11]', ''),
('final_timing', 'setup_viol', '1', ''),
('job', 'timing.max_cap.violations', '0', ''),
('final_timing', 'hold_violations', '0', ''),
('clocking', 'clkTransAtPathRegs', '50', 'ps'),
('floorplan', 'core_region_area', '3420', 'µm²'),
('global_route', 'initial_antenna_violation_count', '0', ''),
('floorplan', 'number_of_top_level_pins', '35', ''),
('global_route', 'largest_net_degree_at_the_start_of_global_routing', '5', ''),
('global_route', 'global_route.overflow_total', '0', ''),
('clocking', 'count_of_h_tree_levels_built_during_cts', '1', ''),
('final_layout', 'fillCellCount', '390', ''),
('final_timing', 'hold-worst-slack', '447', 'ps'),
('clocking', 'cts_tree', 'built', ''),
('synthesis', 'netlist_area', '185', 'µm²'),
('critical_path', 'slowest_stage', 'or4_1', ''),
('global_route', 'grt_util_met1', '0.0288', ''),
('drt', 'detailroute.via_count', '249', ''),
('final_timing', 'max_freq', '0.692', 'GHz'),
('global_route', 'use_met2', '0.0570', ''),
('final_layout', 'final_core_util', '0.181', ''),
('synthesis', 'ys.flops', '7', ''),
('final_timing', 'fin_crit_sh', '1.20', ''),
('critical_path', 'critical_path_buf_inv_count', '2', ''),
('power', 'power_density', '887', 'nW/µm²'),
('power', 'total_power', '0.547', 'mW'),
('synthesis', 'synth_top_flop_cell', 'dfxtp_1', ''),
('power', 'vdd.ir_drop.worst', '0.148', 'mV'),
('synthesis', 'synth-async-reset-ratio', '0', ''),
('critical_path', 'cp_cell_sequence', 'buf_2 -> nor4_2 -> nand4_1 -> or4_1 -> buf_2', ''),
('clocking', 'cts_hold_buf', '0', ''),
('drt', 'route.detailed.drc', '0', ''),
('power', 'net-switching-power', '0.100', 'mW'),
('worst_hold_path', 'min-delay-start', 'data_in[7]', ''),
('final_timing', 'slew_violations', '0', ''),
('critical_path', 'critical_path.max_stage_delay', '390', 'ps'),
('global_route', 'global_route.usage.met3', '0.00909', ''),
('drt', 'antenna-diode-count', '0', ''),
('drt', 'vias_per_cell', '2.57', ''),
('synthesis', 'syn-instance-count', '13', ''),
('critical_path', 'timing.setup.critical_path_class', 'in2out', ''),
('synthesis', 'yosysWarnings', '2', ''),
('worst_hold_path', 'worstHoldPathType', 'in2reg', ''),
('global_route', 'grt_busiest_layer', 'met2', ''),
('clocking', 'buffers_inserted_during_post_cts_setup_optimization', '0', '');
metrics by stage:
stage               TNS (ps)  area [µm²]  setup WS (ps)  cells
CTS                     -383         579           -383     97
global placement        -923         583           -923     93
floorplan                  0         185           23.8     13
detailed placement      -934         583           -934     93
finish                  -246         617           -246     97
global route            -305         617           -305     97
power by group through the flow:
stage / clock [mW] / combinational, mW / sequential (mW)
4_1_cts: 0.206 / 0.0930 / 0.249
5_1_grt: 0.217 / 0.108 / 0.249
6_report: 0.197 / 0.102 / 0.249
layout by cell type, fill, tap and decap left out:
cell,instances
clkbuf_1,1
clkdlybuf4s50_1,8
buf_6,5
clkbuf_4,3
dlygate4sd2_1,7
dlymetal6s2s_1,2
nor4_4,3
buf_2,8
nand4_1,1
clkdlybuf4s15_1,4
or4_1,1
nor4_2,1
dfxtp_1,7
final timing paths:
path / to / cells after the start / slack [ps]
min: data_out[7] / 1 / 450
max: data_out[0] / 5 / -250
routing by layer:
layer  vias up  wire, µm
met5         -         0
met1       109       327
met2        11       616
met4         0         8
li1        127         -
met3         2        71
logic make-up (layout without fill, tap and decap cells):
group / Yosys count / in the layout / share of synthesized area
buffers and inverters: 0 / 38 / 0
DFF: 7 / 7 / 0.757
and+or+nand+nor: 6 / 6 / 0.243
timing repair:
action | in CTS | in global routing
pin swaps | 6 | 3
cloned | 0 | 0
resized | 65 | 6
endpoints found under the setup margin | 8 | 1
cell type report:
class / instances / area, µm² / share of cell area
Tap cell: 46 / 57.6 / 0.0933
Clock buffer: 4 / 26.3 / 0.0426
Sequential cell: 7 / 140 / 0.227
Multi-Input combinational cell: 6 / 90.1 / 0.146
Timing Repair Buffer: 34 / 303 / 0.491
Power and IR drop assume default switching activity.
